## flow/run.sh

```bash
#!/bin/bash
# OpenROAD 26Q1-2900-gdf79404cd8, Yosys 0.63+post, stock flow scripts
make -C /OpenROAD-flow-scripts/flow DESIGN_CONFIG=/design/flow/config.mk WORK_HOME=/design/flow/orfs finish
```

## flow/config.mk

```make
export PLATFORM = sky130hd
export DESIGN_NAME = BRAM
export DESIGN_NICKNAME = BRAM
export VERILOG_FILES = /design/flow/design.v
export SDC_FILE = /design/flow/constraint.sdc
export NUM_CORES = 4
export LEC_CHECK = 1
export CORE_UTILIZATION = 40
export SYNTH_MEMORY_MAX_BITS = 65536
```

## flow/constraint.sdc

```tcl
current_design BRAM

set clk_period 33.2
set clk_io_pct 0.2

create_clock -name clk0 -period $clk_period [get_ports {clk}]

set non_clock_inputs [all_inputs -no_clocks]
set_input_delay [expr $clk_period * $clk_io_pct] -clock clk0 $non_clock_inputs
set_output_delay [expr $clk_period * $clk_io_pct] -clock clk0 [all_outputs]
```

## flow/design.v

```verilog
module BRAM #(parameter ADDR_WIDTH = 10, parameter INIT_FILE="") (
	input clk,
	input [7:0] data_in,
	output reg [7:0] data_out,
	input [ADDR_WIDTH-1:0] addr,
	input wen,    
	input ren     
);
    reg [7:0] mem [0:(1 << ADDR_WIDTH)-1]; 
    integer i;
    initial begin
        if (INIT_FILE != "")
            $readmemh(INIT_FILE, mem);
        else
            for(i = 0; i < (1 << ADDR_WIDTH); i++)
                mem[i] <= 8'd0;
    end
    always@(posedge clk) begin
        if(ren) 
            data_out <= mem[addr];	
        if(wen) 
            mem[addr] <= data_in;
    end	
endmodule
```

==> metrics.cfg <==
[die]
fp.dieH_um=891
floorplanUtilization=0.401
i_o_pin_total=29
dieArea_sq_um=794000
rows=326
fp.dieW_um=891
floorplan.core_area_sq_um=788000

[final_timing]
fin_hold_ws_ns=1.12
timing.final.setup_violations=0
maxSlewViolCount=0
tightestPinTransition_ns=1.34
fmax_ghz=0.0785
timing.final.crit_share=0.384
period_needed_ns=12.74
setup_repair_after_global_routing_missed_its_margin=no
final.setup.worst_slack_ns=20.46
fin_skew_ns=0.0667
setup-tns-final_ns=0
maxSlewHeadroom=0.103
timing_hold_violations_final=0

[cts]
cts_buffer_depth=4
cts.sinks=8200
hold_buffers=0
postCtsSetupRepairBufs=0
cts-buffers-inserted=807
clock_insertion_delay_worst_skew_ns=1.17
root_buffer=clkbuf_16
postCtsResizedCells=0
path_clk_slew_ns=0.06
cts.htree.levels=6
clock_tree_from_tritoncts=built

[yosys]
ys_area_sq_um=316000
syn_avg_cell_area_sq_um=19.0
fa_ha_area_frac=0
compound_area_frac=0.0379
postSynthCellCount=16700
synth_stat.cells=16700
synth_top_cell_by_count=edfxtp_1
top_comb_family_area=multiplexers
yosys_warnings=1
synth_flop_count=8200
top_area_cell_type_share_of_the_netlist_area=0.778
yosys-mux-area-fraction=0.139
ys_sh_simple=0.0287
seq_area_frac_synth=0.778
postSynth.asyncResetShare=0
synthXorXnorAreaFrac=0
biggest_area_cells=edfxtp_1 78%, mux2i_1 8.5%, mux4_2 5.3%, o22ai_1 2.2%, nor2_1 1.6%
synthDominantAreaCellType=edfxtp_1
ys_top_cells_by_count=8200 x edfxtp_1, 2684 x mux2i_1, 1384 x nor2_1
synthFlopType=edfxtp_1
post_synth_num_cell_types=58
enable_flop_cells=8200
syn_area_sq_um=316000

[routing]
first_iter_violations=11300
num_vias=162000
drt-total-wl_um=904000
routedWlPerCell_um=31.7
vias_per_cell=5.68
drc=0
number_of_antenna_violating_nets_in_the_routed_design=0
first_pass_iters=6

[place]
numPortBuffers=28
detailedPlacementHpwl_um=562000
preCtsSetupSlack_ns=19.33
gp_congestion=0.907

[setup_path]
critical_path.endpoint_type=flip-flop
worstReg2RegStart=mem[398][7]$_DFFE_PP_
path_delay_family=buffers and inverters
timing.critical_path.slowest_cell_delay_ns=0.74
worstSetupStartpointType=input port
setup.worst_path.start=addr[1]
cp_cell_sequence=buf_16, buf_12, buf_4, buf_4, buf_4, buf_4, mux2i_1, o22ai_1, nor4_1, o2111ai_1, o31ai_1, nor4_2, a2111oi_2, nand4_1
critPathMaxFanout=84
worstPathArrival_ns=13.57
critPathKind=in -> reg
crit_path_top_delay_cell=buf_4
path_common_cell=buf_4
cp.required_ns=34.04
crit_buf_inv=6

[global_route]
vias_in_the_first_global_route=171000
grt_max_degree=132
grt_first_pass_wirelength_um=1270000
antenna_found_initial=62
overall_track_demand_over_capacity_in_global_routing=0.247
sum_of_overflow_across_all_layers_after_global_routing=0

[layout]
syn_to_final_growth_pct=12.9
post_route_cells_drive_above_1_share=0.155
fill_count=65500

[flow_run]
stage_log_warnings=61
max_cap_viol_count=0

[power_and_ir_drop]
power.ir.vdd_worst_mv=0.0591
static-leakage-power_uw=0.116
power.density_nw_per_um2=59.0

[min_path]
hold_sp=mem[633][6]$_DFFE_PP_
hold_path.class=reg -> reg

[outcome]
status=finished, final reports clean

[cell families after synthesis]
family,after synthesis
multiplexers,3447
flip-flops,8200
AND/OR/NAND/NOR,2117
buffers and inverters,1083
AND-OR/OR-AND,1817
[final timing paths]
path	end	slack (ns)	cells past startpoint
worst max-delay path	data_out[1]$_DFFE_PP_	20.46	14
worst min-delay path	data_out[6]$_DFFE_PP_	1.12	7
worst max register to register	data_out[7]$_DFFE_PP_	29.12	8
worst min register to register	data_out[6]$_DFFE_PP_	1.12	7
[placed cells by master (no fill, tap or decap), types with 105 or more instances in the layout]
master	n
diode_2	113
o21ai_0	127
edfxtp_1	8200
o2111ai_1	105
clkbuf_16	817
clkinv_2	140
clkinv_1	208
nor4_1	177
nor3_1	161
nand2_1	198
mux2i_1	2684
clkbuf_1	199
a22oi_1	145
mux4_2	748
buf_4	784
o22ai_1	1098
nor2_1	1376
[power by group]
| part | internal, uW | switching [uW] |
|---|---|---|
| sequential | 11400 | 6.53 |
| combinational | 284 | 672 |
| clock | 4820 | 3870 |
| total | 16500 | 4550 |
[cell type report]
type                            instances  area, sq um  area share
Clock inverter                        450         3820      0.0107
Antenna cell                          113          283    0.000792
Clock buffer                         1016        21200      0.0593
Timing Repair Buffer                  836         6710      0.0188
Sequential cell                      8200       246000       0.690
Tap cell                            10500        13100      0.0368
Multi-Input combinational cell       7381        65700       0.184
Inverter                                3         21.3   0.0000596
[worst register-to-register path, stage by stage (launching register included)]
cell	delay, ns
edfxtp_1	0.37
mux2i_1	0.15
o22a_1	0.20
o21ai_0	0.09
nor4_1	0.96
o221ai_1	0.66
and4b_1	0.50
a21oi_1	0.65
nand4_1	0.17
[flip-flops by register name (all words and copies together) (netlist names)]
signal / flops
data_out: 8
mem: 8192
[metal layers]
metal | wire length, um | track usage | share of wire
met1 | 287000 | 0.289 | 0.32
met2 | 412000 | 0.350 | 0.46
met3 | 162000 | 0.195 | 0.18
met4 | 40800 | 0.0885 | 0.045
met5 | 2080 | 0.0148 | 0.0023
[metrics by stage]
stage,cells,utilization,total power [uW],area (sq um)
5_1_grt,28400,0.453,21600,357000
3_5_place_dp,26900,0.421,12600,332000
3_3_place_gp,26900,0.421,12600,332000
6_report,28500,0.453,21100,357000
4_1_cts,28400,0.453,21200,357000
2_1_floorplan,16700,-,12100,316000
Power figures rest on the tool's default switching activity, not on a simulated workload.
